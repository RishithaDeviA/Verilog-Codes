[flow/constraint.sdc]
current_design barrel_shifter

set clk_period 4.9
set clk_io_pct 0.2

create_clock -name clk0 -period $clk_period

set non_clock_inputs [all_inputs -no_clocks]
set_input_delay [expr $clk_period * $clk_io_pct] -clock clk0 $non_clock_inputs
set_output_delay [expr $clk_period * $clk_io_pct] -clock clk0 [all_outputs]
[flow/design.v]
`timescale 1ns / 1ps
module barrel_shifter#(
parameter data_width=8,
parameter shift_width=$clog2(data_width))(
input wire [data_width-1:0]in_data,
input wire [shift_width-1:0]shift_amount,
input wire shift_direction,
input wire [1:0]shift_type,
output reg [data_width-1:0]out_data
    );
reg  msb;
reg [data_width-1:0] logical_shift ; 
reg [data_width-1:0] sign_extend_mask;
always@* begin 
 if (shift_amount!=0)
  begin 
    case (shift_type)
      2'b00:
        begin 
          if(shift_direction==0)
            begin 
             out_data=in_data<<shift_amount;
            end
          else
            begin
              out_data=in_data>>shift_amount;
            end
         end
       2'b01:
          begin 
            if (shift_amount!=0)
              begin
               msb=in_data[data_width-1];
               logical_shift = in_data >> shift_amount;
               sign_extend_mask = {data_width{msb}}<<(data_width-shift_amount);
               out_data=sign_extend_mask | logical_shift;
              end
          end
       2'b10:
         begin 
           if(shift_direction==0)
             begin 
               out_data=(in_data<<shift_amount)|(in_data>>(data_width-shift_amount));
             end
           else
             begin
               out_data=(in_data<<(data_width-shift_amount))|(in_data>>shift_amount);
             end
         end
       default:
         begin
           out_data=in_data;
         end
    endcase
  end 
  else
    begin
      out_data=in_data;
    end
end
endmodule
[flow/run.sh]
#!/bin/bash
# OpenROAD 26Q1-2900-gdf79404cd8, Yosys 0.63+post, stock flow scripts
make -C /OpenROAD-flow-scripts/flow DESIGN_CONFIG=/design/flow/config.mk WORK_HOME=/design/flow/orfs finish
[flow/config.mk]
export PLATFORM = sky130hd
export DESIGN_NAME = barrel_shifter
export DESIGN_NICKNAME = barrel_shifter
export VERILOG_FILES = /design/flow/design.v
export SDC_FILE = /design/flow/constraint.sdc
export NUM_CORES = 4
export LEC_CHECK = 1
export CORE_AREA = 10 10 107 107
export DIE_AREA = 0 0 117 117
==> Table 3: Implementation characteristics <==
Characteristics after synthesis and place and route

Parameter                              Value

Worst setup path
  Max Fanout on Critical Path .................. 17
  Crit path to .................. out_data[2]
  Critical path's slowest cell .................. clkdlybuf4s50_1
  Critical path type .................. input pin to primary output
  Number of logic stages on the critical path including buffering .................. 11
  Number of buffers and inverters on the critical path .................. 4
  Beginning of the critical path .................. shift_amount[2]
  Crit start category .................. input pin
  Setup crit end kind .................. primary output
  Worst EP arrival .................. 3840 ps
  Critical path cell sequence .................. buf_12 > clkinvlp_4 > ha_4 > buf_6 > or3b_4 > a221o_1 > o31ai_2 > a22oi_1 > o21ai_1 > dlxtn_1 > clkdlybuf4s50_1
  Category of cells accounting for the largest share of critical-path delay .................. AND-OR/OR-AND gates
  CP peak stage delay .................. 450 ps
  WP data required .................. 3920 ps

Outcome
  Run status .................. complete, no violations

GRT
  Global-route total usage across every layer .................. 8.69%
  Maximum number of pins on one net before global-route repair .................. 23
  Met3 layer usage reported by global route .................. 2.84%
  Met2 track demand over resource in global routing .................. 13.8%
  Global routing's busiest layer .................. met2
  Met1 track demand over resource in global routing .................. 11.7%
  Number of antenna violations at the first check in global routing .................. 0
  Remaining global-route overflow .................. 0
  Global-route wire length before repair .................. 9580 um
  Vias in the first global route .................. 1,791

Placement
  Post-detailed-placement half-perimeter wirelength .................. 4210 um
  Placed insts .................. 354
  Worst Setup Slack post-DPL .................. -1520 ps
  Port buffer count .................. 22
  Gp weighted congestion .................. 0.987

Cells and area
  Layout filler cell count .................. 1,010
  Flip-flop count of the largest register, all copies and words added .................. 8
  Final Core Density .................. 23.9%
  Layout Area Growth over Synthesis .................. 28.6%
  Cell Count, Final, Fillers Out .................. 360
  Fraction of layout cells with a size suffix above 1 .................. 18.5%

Detailed routing
  Residual antenna-violating net count after detailed routing .................. 0
  Final routed DRC violation total .................. 0
  First-pass DRT Iterations .................. 5
  Number of vias after detailed routing .................. 2,007
  Count of antenna diodes in the layout .................. 0
  Average wire length per cell after detail routing .................. 17.2 um
  Wire length reported by the detailed router .................. 6190 um
  Count of routing violations after the opening detailed-route iteration .................. 294
  Post-DR vias/cell .................. 5.58

Floorplanning
  Core region area .................. 9200 um^2
  Vertical die size .................. 117 um
  Die X-Extent .................. 117 um
  Floorplan row count .................. 35
  Total die size .................. 13,700 um^2
  Initial core utilization .................. 18.6%
  Total I/O pin count .................. 22

Final timing
  Setup ws final .................. 79.7 ps
  Setup repair after global routing missed its margin .................. no
  Share of the clock period used by the worst path .................. 98.4%
  Final Hold Violating Endpoints .................. 0
  Count of unclocked register or latch pins .................. 8
  Time the final worst path needs with I/O delays and setup .................. 4820 ps
  Slew at the pin closest to its max-slew limit .................. 780 ps
  Max Transition Viols Final .................. 0
  Endpoints left unconstrained .................. 8
  Number of failing setup endpoints in the final timing report .................. 0
  Highest clock frequency the design can meet .................. 0.207 GHz
  Relative max-transition margin .................. 48.0%

Power and ir drop
  Cell Pwr Density .................. 113 nW/um^2
  Maximum VDD drop .................. 40.4 uV
  Static leakage .................. 0.800 nW

Yosys
  Area share of the largest cell type after synthesis .................. 17.1%
  YS chip area .................. 1710 um^2
  Average cell area after synthesis .................. 7.15 um^2
  Synth unique cells .................. 50
  Most frequently used flop master after synthesis .................. dlxtn_1
  Yosys synthesis warning count .................. 1
  Synth async-reset ratio .................. 0%
  Count of flip-flops with a built-in enable after synthesis .................. 0
  Post-Syn Instances .................. 239
  Mapped Area .................. 1710 um^2
  Synth top area cells .................. mux4_2, mux2i_1, dlxtn_1
  Yosys stat cell total .................. 239
  Synthesized flop and latch total .................. 8
  Cell type with the largest total area after synthesis .................. mux4_2

Flow run
  Log Warnings .................. 32
  Total of max-cap violations .................. 0

Clock tree
  Post-cts hold-fix buffer tally .................. 0
==> cell families (layout without fill, tap and decap cells) <==
group,count (synthesis),in the layout,synth area share (%)
compound gates,83,83,32.2
simple gates,81,82,22.5
buf+inv,34,36,9.16
mux,30,30,27.5
latches,8,8,7.03
fa+ha+maj,2,2,1.46
other cells,1,8,0.220
==> cells in the final DEF, fill, tap and decap left out, drive strengths merged, types with 3 or more instances in the layout <==
cell type | synthesis | final
a211oi | 3 | 3
o21ai | 17 | 17
or3 | 3 | 3
mux2i | 12 | 12
clkdlybuf4s50 | 0 | 14
nand3 | 7 | 7
o211ai | 3 | 3
mux2 | 5 | 5
dlxtn | 8 | 8
nor2 | 28 | 28
dlygate4sd2 | 0 | 3
nor3 | 5 | 5
nor2b | 5 | 5
conb | 1 | 8
a31oi | 3 | 3
o22ai | 7 | 7
a21oi | 21 | 21
nand2 | 21 | 21
o31ai | 4 | 4
inv | 6 | 5
buf | 12 | 8
mux4 | 13 | 13
a22oi | 5 | 5
==> per-stage QoR <==
| step | area [um^2] | setup TNS (ps) | total power, mW |
|---|---|---|---|
| after floorplan | 1730 | 0 | 0.159 |
| after global placement | 1980 | -10320 | 0.218 |
| after detailed placement | 1980 | -10350 | 0.217 |
| after CTS | 2200 | 0 | 0.243 |
| after global routing | 2200 | 0 | 0.266 |
| final | 2200 | 0 | 0.249 |
==> report_power, final <==
| part | switching (mW) | internal [mW] | leakage, nW |
|---|---|---|---|
| Sequential | 0.00105 | 0.00998 | 0.0644 |
| Clock | 0 | 0 | 0 |
| Combinational | 0.128 | 0.110 | 0.736 |
==> what timing repair did <==
| item | 4_1_cts | 5_1_grt |
|---|---|---|
| pin swaps | 8 | 6 |
| setup buffers | 1 | 0 |
| endpoints found under the setup margin | 8 | 5 |
| gates resized | 50 | 10 |
| gates cloned | 6 | 0 |
==> synth_stat cells, types with 3 or more instances <==
cell / count
mux2_2: 5
or3_1: 3
inv_1: 6
dlxtn_1: 8
o21ai_0: 17
a22oi_1: 5
nor2b_1: 5
mux4_2: 13
o22ai_1: 7
nor2_1: 28
buf_2: 8
mux2i_1: 12
o31ai_1: 4
nand3_1: 7
buf_4: 3
clkbuf_1: 15
nor3_1: 5
nand2_1: 21
a211oi_1: 3
a21oi_1: 21
a31oi_1: 3
==> cell type report <==
| class | instances | area (um^2) | area share, % |
|---|---|---|---|
| multi-input cells | 205 | 1540 | 70.0 |
| repair inverters | 2 | 13.8 | 0.626 |
| flip-flops and latches | 8 | 120 | 5.47 |
| repair buffers | 27 | 343 | 15.6 |
| inverters | 7 | 42.5 | 1.94 |
| well taps | 111 | 139 | 6.32 |
==> layer usage <==
metal  up-vias  share of wire, %
li1        930                 -
met1       906                42
met2       148                45
met3        23                12
met4         0               2.1
met5         -                 0
Power and IR drop assume default switching activity.
