==> flow/design.v <==
`timescale 1ns / 1ps
module synchronous_counter #(
parameter N=4)(
input wire [N-1:0]data_in,
input wire clk,reset,enable,up_down,load,
output reg [N-1:0]counter
    );
always @(posedge clk) begin
  if (reset) begin
     counter<=0;
  end
  else if (load) begin
    counter <= data_in;
  end
  else begin
         counter<=enable?up_down?
         ((counter=={N{1'b1}})?0:counter+1): 
         ((counter==0)?{N{1'b1}}:counter-1): 
         counter;
  end
end
endmodule
==> flow/run.sh <==
#!/bin/bash
# OpenROAD 26Q1-2900-gdf79404cd8, Yosys 0.63+post, stock flow scripts
make -C /OpenROAD-flow-scripts/flow DESIGN_CONFIG=/design/flow/config.mk WORK_HOME=/design/flow/orfs finish
==> flow/config.mk <==
export PLATFORM = sky130hd
export DESIGN_NAME = synchronous_counter
export DESIGN_NICKNAME = synchronous_counter
export VERILOG_FILES = /design/flow/design.v
export SDC_FILE = /design/flow/constraint.sdc
export NUM_CORES = 4
export LEC_CHECK = 1
export CORE_AREA = 10 10 70 70
export DIE_AREA = 0 0 80 80
==> flow/constraint.sdc <==
current_design synchronous_counter

set clk_period 2.9
set clk_io_pct 0.2

create_clock -name clk0 -period $clk_period [get_ports {clk}]

set non_clock_inputs [all_inputs -no_clocks]
set_input_delay [expr $clk_period * $clk_io_pct] -clock clk0 $non_clock_inputs
set_output_delay [expr $clk_period * $clk_io_pct] -clock clk0 [all_outputs]
==> impl_metrics.env <==
# yosys + openroad results
export IMPL_p_leak_nw=0.185
export IMPL_hpwl_microns=677
export IMPL_fp_util=0.0883
export IMPL_yosys_stat_seqShare=0.266
export IMPL_io_buffers=12
export IMPL_dr_total_vias=292
export IMPL_placed_cell_area_sq_um=474
export IMPL_ys_types=21
export IMPL_setup_tns_final_ps=0
export IMPL_cp_max_fo=8
export IMPL_ant_nets=0
export IMPL_fin_worst_skew_ps=1.09
export IMPL_end_kind="output pin"
export IMPL_finalHoldViolCount=0
export IMPL_critPathKind="reg2out"
export IMPL_async_flop_share=0
export IMPL_cp_slowest_stage_delay_ps=540
export IMPL_stdcell_area_sq_um=497
export IMPL_first_global_vias=308
export IMPL_wl_met3_microns=51
export IMPL_r2r_start="counter[0]"
export IMPL_edf_count=0
export IMPL_cts_sinks=4
export IMPL_p_comb_frac=0.277
export IMPL_clockRootBuffer="clkbuf_4"
export IMPL_die_w_microns=80
export IMPL_critPathLaunch="counter[0]"
export IMPL_clkPwrFrac=0.362
export IMPL_critPathArrivalTime_ps=1230
export IMPL_crit_family="buffers and inverters"
export IMPL_clkTransAtPathRegs_ps=40
export IMPL_std_cell_rows=21
export IMPL_cts_hold_buf=0
export IMPL_synth_chip_area_sq_um=302
export IMPL_wl_per_cell_microns=8.32
export IMPL_fin_crit_ps=1810
export IMPL_hold_start="counter[2]"
export IMPL_dr_pass1_iters=3
export IMPL_drive_gt1_frac=0.0980
export IMPL_post_cts_setup_buffer_count=0
export IMPL_insertedDiodeCount=0
export IMPL_grt_start_max_net_pins=10
export IMPL_ys_warn_count=1
export IMPL_syn_instance_count=37
export IMPL_rsz0062_at_grt="false"
export IMPL_dieArea_sq_mm=0.00640
export IMPL_area_delta_synth_final_pct=64.7
export IMPL_synthFlopType="dfxtp_1"
export IMPL_met2WireLength_microns=224
export IMPL_seq_power_share=0.360
export IMPL_fmax_mhz=552
export IMPL_status="completed"
export IMPL_overflow=0
export IMPL_largest_reg_flops=4
export IMPL_ys_seq_elements=4
export IMPL_startpoint_type="flop"
export IMPL_grt_pass1_wl_microns=1320
export IMPL_p_int_mw=0.140
export IMPL_switching_share=0.258
export IMPL_hold_path_class="reg2reg"
export IMPL_crit_buf_inv=1
export IMPL_cap_viol_max_count=0
export IMPL_powerDensity_mw_per_mm2=381
export IMPL_drc=0
export IMPL_ctsResizeCount=0
export IMPL_core_area_sq_mm=0.00342
export IMPL_clock_path_buffers=2
export IMPL_ir_drop_uv=160
export IMPL_path_cells="clkdlybuf4s50_1"
export IMPL_h_tree_depth=1
export IMPL_clk_latency_ps=230
export IMPL_setup_violations=0
export IMPL_largestRegisters="counter x4"
export IMPL_die_height_microns=80
export IMPL_critPathRequiredTime_ps=2320
export IMPL_io_pins=13
export IMPL_vias_per_cell=3.01
export IMPL_switchingPower_mw=0.0487
export IMPL_warning_count=26
export IMPL_ys_cells=37
export IMPL_slew_headroom=0.820
export IMPL_antenna_found_initial=0
export IMPL_cpMaxStageDelayCell="clkdlybuf4s50_1"
export IMPL_gp_congestion=0.798
export IMPL_largest_register="counter"
export IMPL_first_iter_violations=2
export IMPL_grtUsageTotal=0.0257
export IMPL_cts_tree="yes"
export IMPL_finalCritPeriodShare=0.625
export IMPL_met1_length_microns=531
export IMPL_cts_made_buffers=3
export IMPL_syn_area_sq_um=302
export IMPL_worst_slew_pin_slew_ps=270
export IMPL_synth_area_per_cell_sq_um=8.15
export IMPL_top_layer="met3"
export IMPL_slew_viol_final=0
export IMPL_finalWirelength_microns=807
==> metal layers <==
| metal | track usage | vias up |
|---|---|---|
| met4 | 0.00528 | 0 |
| met2 | 0.0273 | 14 |
| met5 | 0 | - |
| li1 | - | 158 |
| met1 | 0.0426 | 120 |
| met3 | 0.0114 | 0 |
==> cells in the mapped netlist, drive strengths merged (2+ instances only) <==
master	count	area share
ha	2	0.083
nand2	3	0.037
nor2	3	0.037
dfxtp	4	0.27
xnor2	3	0.087
o21ai	2	0.033
a21oi	4	0.066
inv	3	0.037
==> cell type report <==
cell class                 count  area [sq um]
fill                         401          2920
multi-input combinational     29           205
timing repair buffer          12           120
sequential                     4          80.1
tap                           46          57.6
clock buffer                   3          22.5
inverter                       3          11.3
==> final timing paths <==
path	to	slack [ps]	cells after the start
hold reg to reg	counter[2]	660	2
setup reg to reg	counter[1]	1480	6
hold / removal	counter[2]	660	2
setup / recovery	counter[0]	1090	1
==> placed cells by master (no fill, tap or decap) <==
cell and n:
a21o_1 1, a21oi_1 4, a221oi_2 1, clkbuf_4 3
clkdlybuf4s50_1 12, dfxtp_1 4, ha_1 2, inv_1 3
mux2_2 1, mux2i_1 1, nand2_1 3, nand3_1 1
nor2_1 3, nor2b_1 1, nor3b_1 1, o21a_1 1
o21ai_0 2, o21bai_1 1, o32ai_1 1, or3_1 1
or3b_1 1, xnor2_1 3
==> cells by family after synthesis <==
logic type	Yosys count	share of synthesized area
XOR/XNOR	3	0.0872
flip-flops	4	0.266
adder cells (fa/ha/maj)	2	0.0830
multiplexers	2	0.0705
buffers and inverters	4	0.0539
AND-OR/OR-AND	11	0.253
AND/OR/NAND/NOR	11	0.187
==> power groups by stage <==
| stage | Sequential [mW] | Clock [mW] | Combinational, mW |
|---|---|---|---|
| final | 0.0681 | 0.0685 | 0.0524 |
| after CTS | 0.0683 | 0.0721 | 0.0532 |
| after global routing | 0.0699 | 0.0758 | 0.0582 |
==> through the flow <==
stage	setup slack, ps	std cells	hold slack [ps]	power (mW)	util
final	1090	97	655	0.189	0.145
after global placement	1010	94	634	0.122	0.139
after floorplan	1540	37	573	0.0947	-
after detailed placement	986	94	639	0.122	0.139
after CTS	1060	97	656	0.194	0.145
after global routing	992	97	714	0.204	0.145
Power figures rest on the tool's default switching activity, not on a simulated workload.
