==> /design/flow/design.v <==
module clock_divider(
    input wire clk_in,
    input wire rst_n,
    input wire [15:0] total_cycles,
    input wire [15:0] high_cycles,
    output reg clk_out
);
 reg [15:0] counter;
 reg [15:0] active_total, active_high;
 reg [15:0] pending_total, pending_high;
 always @(posedge clk_in or negedge rst_n) begin
    if (!rst_n) begin
        pending_total <= 16'b0;
        pending_high <= 16'b0;
        active_total <= 16'b0;   
        active_high <= 16'b0;
        counter <= 16'b0;
        clk_out <= 1'b0;
    end else begin
        pending_total <= total_cycles;
        pending_high <= high_cycles;
        if (active_total == 0 || counter == active_total - 1) begin  
            active_total <= (pending_total == 0) ? 1 : pending_total;  
            active_high <= (pending_high > pending_total) ? pending_total : pending_high;  
            counter <= 16'b0;
        end else begin
            counter <= counter + 1'b1;
        end
        clk_out <= (counter < active_high);
    end
end
endmodule
==> /design/flow/run.sh <==
#!/bin/bash
# OpenROAD 26Q1-2900-gdf79404cd8, Yosys 0.63+post, stock flow scripts
make -C /OpenROAD-flow-scripts/flow DESIGN_CONFIG=/design/flow/config.mk WORK_HOME=/design/flow/orfs finish
==> /design/flow/config.mk <==
export PLATFORM = sky130hd
export DESIGN_NAME = clock_divider
export DESIGN_NICKNAME = clock_divider
export VERILOG_FILES = /design/flow/design.v
export SDC_FILE = /design/flow/constraint.sdc
export NUM_CORES = 4
export LEC_CHECK = 1
export CORE_UTILIZATION = 40
==> /design/flow/constraint.sdc <==
current_design clock_divider

set clk_period 6.3
set clk_io_pct 0.2

create_clock -name clk0 -period $clk_period [get_ports {clk_in}]

set non_clock_inputs [all_inputs -no_clocks]
set_input_delay [expr $clk_period * $clk_io_pct] -clock clk0 $non_clock_inputs
set_output_delay [expr $clk_period * $clk_io_pct] -clock clk0 [all_outputs]
==> writeup.txt <==
The flow ran to the end, and the final reports show no timing, DRC or antenna violations. STA puts the critical path data required time at 6.54 ns. In this run, post-CTS hold repair placed 0 buffers. For the leakage component of the power, the log shows 2.26 nW.

The first global-routing pass estimated 14000 um of wire. Counting pins that exceed their max-slew limit in the final report gives 0. Static timing analysis puts the maximum clock frequency at 0.284 GHz. TritonCTS built the clock tree.

The vertical die size works out to 106 um. The tools report the share of the core filled by cells before placement as 41.5%. On the worst setup and hold paths after CTS, the clock-pin slew comes to 0.08 ns.

The synthesized design contains 81 register bits. In this run the number of H-tree levels came out at 3. For the cell internal power dissipation, the log shows 0.915 mW. The final cycle utilization of the critical path came out at 55.9%. With the worst setup slack for register-to-register paths at 2.78 ns, the fraction of layout cells with a size suffix above 1 is 9.98%. Master cell of the clock root buffer: sky130_fd_sc_hd__clkbuf_8. Looking at the max-slew report, the worst-margin pin has a slew of 0.784 ns. According to the CTS report, the clock sink count is 81.

The area of the placeable core is 10400 um2, and the detailed-placement wirelength estimate is 6060 um. The tools report the number of global-route vias before repair as 2877. In this run the power spent charging and discharging nets is 0.345 mW. Hold timing on the final database bottoms out at a slack of 0.525 ns. The violation tally recorded at the end of detailed-routing iteration 0 is 108. The distinct cell type count after synthesis is 45, and the largest buffer count on any clock path is 2. The stage logs contain a warning count of 26.

Yosys attributes the largest share of cell area to sky130_fd_sc_hd__dfrtp_1, sky130_fd_sc_hd__ha_1, sky130_fd_sc_hd__mux2i_1. For the worst slew margin relative to its limit, the log shows 47.3%. Among all flip-flop cells after synthesis, the most frequent one is sky130_fd_sc_hd__dfrtp_1. The biggest fanout along the worst timing path came out at 48. Before any placement, the netlist area is recorded as 4300 um2.

The largest vdd supply drop is 0.000156 V. Pin placement for this block handled 35 I/O pins. The wire length after detailed routing came out at 7940 um. In this run the worst hold path is classified as register to register. For the number of fill cells, the log shows 947. The power report shows net switching accounting for 27.4% of the total. The final report lists the setup-violating endpoint count as 0. Setup repair after global routing left no endpoint under its margin. Per the detail_route report, DRC violations left total 0. The logs give 33.5% for the clock network fraction of design power and 9 for the TritonCTS buffer count. The minimum clock period was 3.52 ns; the top-area cell type share of the netlist area was 47.1%. The detailed-route via count is 2825, and the post-synthesis sequential area ratio is 47.1%. Dividing the detail-routed via count by the number of cells gives 5.07. The run gives 0 as the number of antenna violations at the first check in global routing.

The logs give 0.857 for the final weighted congestion of routability-driven global placement and 55 for the largest net degree at the start of global routing. In this run the maximum-capacitance check reported violations numbering 0. In this run the core area contains 37 standard-cell rows. For the overall overflow remaining after global route, the log shows 0. The buffer_ports step reported a buffer count of 34. The later-pin clock latency in the skew report is 0.35 ns, and the synthesized instance count is 379. The cell taking the most area after synthesis is sky130_fd_sc_hd__dfrtp_1. In this run the post-CTS setup repair buffer count came out at 0. Width of the chip: 106 um. Kind of end point of the critical path: a register. The run gives 0 for the number of antenna-violating nets in the routed design. Endpoints failing hold in the final report were tallied at 0. In the global route stage, overall resource usage came out at 16.3%. Per the synth stats, the proportion of register bits with asynchronous set or reset is 100%. With the routed wirelength normalized by instance count at 14.3 um, the number of standard cells reported by yosys is 379. The area of the die came out at 11200 um2. The worst setup path category was register to register. The number of search-and-repair iterations in the first detailed-routing pass was 4. STA classifies the critical path startpoint as a register.

The synthesized area per cell was 11.3 um2; the setup clock skew after layout was 0.00907 ns. The combinational share of power is 18.0%. The number of warnings issued by yosys is 1, and the number of synthesized flops with an enable pin is 0. The run gives 48.5% as the proportion of power drawn by flip-flops and latches. After routing, the total negative slack on setup checks comes to 0 ns.

Per the run report, area growth between synthesis and finish was 16.1%. In the synthesis report, Yosys lists the chip area as 4300 um2. The run gives 252 nW/um2 for the total power density per cell area. In the routed netlist, the antenna diode instances number 0. The worst path arrival time is 3.76 ns. The report lists the number of cells resized after CTS as 0.
## power groups by stage
| stage | registers, mW | clock network [mW] | logic (mW) |
|---|---|---|---|
| finish | 0.611 | 0.422 | 0.227 |
| global route | 0.619 | 0.462 | 0.259 |
| CTS | 0.612 | 0.436 | 0.232 |
## placed cells by master (no fill, tap or decap), drive strengths merged, types with 2 or more instances in the layout
cell	Yosys	layout
dfrtp	81	81
inv	35	36
ha	34	34
mux2i	33	33
clkdlybuf4s50	0	33
nor2	24	24
xnor2	18	18
xor2	17	17
mux2	15	15
nand3	12	12
a21oi	12	12
clkbuf	3	10
nand4	9	9
a21o	9	9
nor4	8	8
o21ai	7	7
and3	6	6
nand2	6	6
nor3	5	5
nor2b	5	5
nand3b	4	4
buf	8	4
a211oi	3	3
nor3b	3	3
nand2b	3	3
a22oi	3	3
or4	3	3
a41oi	2	2
bufinv	0	2
clkinv	0	2
## stage by stage
stage	instance area (um2)	utilization, %	power (mW)	instances	worst slack [ns]
after floorplan	4300	-	0.775	379	3.37
after global placement	4760	45.9	0.847	541	2.84
after detailed placement	4760	45.9	0.852	541	2.77
after CTS	4990	48.1	1.28	557	2.76
after global routing	4990	48.1	1.34	557	2.59
final	4990	48.1	1.26	557	2.78
## kinds of logic (layout without fill, tap and decap cells)
kind of cell | count (synthesis) | in the layout | share of synthesized area (%)
XOR/XNOR | 35 | 35 | 7.13
AND-OR/OR-AND | 44 | 44 | 7.16
multiplexers | 48 | 48 | 11.6
adder cells (fa/ha/maj) | 34 | 34 | 9.89
buffers and inverters | 46 | 88 | 5.00
flip-flops | 81 | 81 | 47.1
AND/OR/NAND/NOR | 91 | 91 | 12.1
## sequential cells by signal, indices dropped and copies added (netlist names)
name           cells
active_high       16
active_total      16
clk_out            1
counter           16
pending_high      16
pending_total     16
## cell type report
class | count | area, um2 | share of cell area (%)
Sequential cell | 81 | 2030 | 40.6
Clock inverter | 6 | 90.1 | 1.80
Clock buffer | 10 | 138 | 2.76
Timing Repair Buffer | 37 | 360 | 7.22
Tap cell | 136 | 170 | 3.41
Inverter | 35 | 131 | 2.63
Multi-Input combinational cell | 252 | 2080 | 41.6
## worst max-delay path: stages (launching register included)
cell and delay [ns]:
sky130_fd_sc_hd__dfrtp_1 0.43, sky130_fd_sc_hd__inv_1 0.14, sky130_fd_sc_hd__ha_1 0.22, sky130_fd_sc_hd__or3b_2 0.52, sky130_fd_sc_hd__xnor2_1 0.15, sky130_fd_sc_hd__o32a_1 0.34, sky130_fd_sc_hd__a2111oi_2 0.35, sky130_fd_sc_hd__nand4_1 0.21
sky130_fd_sc_hd__o21ai_4 0.09, sky130_fd_sc_hd__buf_4 0.52, sky130_fd_sc_hd__mux2_2 0.40
## Yosys cell counts, types with 2 or more instances
library cell and instances:
sky130_fd_sc_hd__and3_1 6, sky130_fd_sc_hd__a21o_1 9, sky130_fd_sc_hd__mux2_2 15, sky130_fd_sc_hd__a22oi_1 3
sky130_fd_sc_hd__nand4_1 9, sky130_fd_sc_hd__a41oi_1 2, sky130_fd_sc_hd__mux2i_1 33, sky130_fd_sc_hd__dfrtp_1 81
sky130_fd_sc_hd__clkbuf_1 3, sky130_fd_sc_hd__a211oi_1 3, sky130_fd_sc_hd__o21ai_0 6, sky130_fd_sc_hd__nand2b_1 3
sky130_fd_sc_hd__a21oi_1 12, sky130_fd_sc_hd__nor3b_1 3, sky130_fd_sc_hd__inv_1 35, sky130_fd_sc_hd__nand2_1 6
sky130_fd_sc_hd__nor3_1 5, sky130_fd_sc_hd__buf_6 2, sky130_fd_sc_hd__xnor2_1 18, sky130_fd_sc_hd__nand3b_1 4
sky130_fd_sc_hd__ha_1 34, sky130_fd_sc_hd__nand3_1 12, sky130_fd_sc_hd__nor4_1 6, sky130_fd_sc_hd__nor2b_1 5
sky130_fd_sc_hd__xor2_1 17, sky130_fd_sc_hd__nor2_1 24, sky130_fd_sc_hd__buf_2 3, sky130_fd_sc_hd__or4_1 2
sky130_fd_sc_hd__buf_4 2
## final timing paths
kind,from,endpoint,cells after the start
worst max-delay path,active_total[0]$_DFFE_PN0P_,active_high[0]$_DFFE_PN0P_,10
min in group asynchronous,rst_n,counter[12]$_DFF_PN0_,1
max in group asynchronous,rst_n,pending_high[9]$_DFF_PN0_,2
worst max register to register,active_total[0]$_DFFE_PN0P_,active_high[0]$_DFFE_PN0P_,10
worst min-delay path,active_high[1]$_DFFE_PN0P_,active_high[1]$_DFFE_PN0P_,2
worst min register to register,active_high[1]$_DFFE_PN0P_,active_high[1]$_DFFE_PN0P_,2
## layer usage
layer / wire [um] / global-route usage, % / part of all wire [%]
met1: 3880 / 25.8 / 49
met5: 0 / 0 / 0
met3: 350 / 2.52 / 4.4
met2: 3460 / 24.4 / 44
met4: 246 / 4.07 / 3.1
No activity file was given, so power comes from the tool's default toggle rates.
